### ./config.mk
export PLATFORM = sky130hd
export DESIGN_NAME = btn_controller
export DESIGN_NICKNAME = btn_controller
export VERILOG_FILES = /design/flow/design.v
export SDC_FILE = /design/flow/constraint.sdc
export NUM_CORES = 4
export LEC_CHECK = 1
export CORE_AREA = 10 10 106 106
export DIE_AREA = 0 0 116 116
### ./constraint.sdc
current_design btn_controller

set clk_period 4.8
set clk_io_pct 0.2

create_clock -name clk0 -period $clk_period [get_ports {clk}]

set non_clock_inputs [all_inputs -no_clocks]
set_input_delay [expr $clk_period * $clk_io_pct] -clock clk0 $non_clock_inputs
set_output_delay [expr $clk_period * $clk_io_pct] -clock clk0 [all_outputs]
### ./design.v
module btn_clk_divider(
	input clk,  
	input enable,
	output reg out  
    );
		parameter cfinal = 390625;  
		reg [18:0] count;
		initial count = 0;
		always @(posedge(clk)) begin
			if (enable) begin
				if (count == cfinal - 1) begin
					count <= 19'b0;
					out <= ~out;
				end
				else begin
					count <= count + 1;
					out <= out;
				end
			end
			else begin
				count <= 0;
				out <= 0;
			end
		end
endmodule 
module btn_controller(
	input clk,  
	input [1:0] btn,
	output add,  
	output sub  
    );
		btn_clk_divider btn_clk_divider1 (
		.clk(clk),
		.enable(btn[0]),
		.out(add)
		);
		btn_clk_divider btn_clk_divider2 (
		.clk(clk),
		.enable(btn[1]),
		.out(sub)
		);
endmodule
### ./run.sh
#!/bin/bash
# OpenROAD 26Q1-2900-gdf79404cd8, Yosys 0.63+post, stock flow scripts
make -C /OpenROAD-flow-scripts/flow DESIGN_CONFIG=/design/flow/config.mk WORK_HOME=/design/flow/orfs finish
==> results_dict.tcl <==
# flow metrics
set metrics [dict create \
    synth-edff-count 0 \
    yosysWarningCount 1 \
    grt_antenna_before_repair 0 \
    cp_cell_sequence "clkdlybuf4s50_1" \
    post_cts.repair.setup_buffers 0 \
    core_area_mm2 0.00885 \
    timing.final.setup_violations 0 \
    crit_path_max_fanout 3 \
    final_hold_viol_count 0 \
    outcome "complete, no violations" \
    drv_cap 0 \
    worst-setup-path-type "flop to output pin" \
    synthDominantAreaCellType "sky130_fd_sc_hd__dfxtp_1" \
    clockBufferDepth 2 \
    ir_drop_mv 0.0981 \
    synth.area.top_cells "sky130_fd_sc_hd__dfxtp_1 (43%), sky130_fd_sc_hd__xnor2_1 (7.5%), sky130_fd_sc_hd__nor2_1 (7.1%)" \
    wl_per_cell_um 9.77 \
    tightest_slew_ns 0.783 \
    min_period_ns 2.07 \
    skew_ns 0.0113 \
    cp.required_ns 3.84 \
    synth.yosys.seq_area_share 0.430 \
    clock_insertion_delay_worst_skew_ns 0.29 \
    crit_arrival_ns 1.11 \
    final_worst_path_period_share 0.431 \
    fin_total_pwr_mw 0.593 \
    layout.filler_cells 962 \
    floorplan.core_util 0.210 \
    min-delay-path-class "flop to flop" \
    ys_ff 40 \
    insertedDiodeCount 0 \
    timing.critical_path.max_delay_family "buffers and inverters" \
    post_synth_num_cell_types 35 \
    worst_setup_hold_path_clk_slew_ns 0.08 \
    antenna_left 0 \
    finalWeightedCongestion 0.809 \
    power-per-cell-area_mw_per_mm2 282 \
    cp.buffers_inverters 1 \
    root_buffer "sky130_fd_sc_hd__clkbuf_8" \
    numCtsBuffers 5 \
    synth_dominant_cell_count "sky130_fd_sc_hd__dfxtp_1" \
    setup_tns_ns 0 \
    mappedNetlistArea_mm2 0.00186 \
    globalRouteOverflowTotal 0 \
    cts_max_level 2 \
    flow.area_growth_from_synthesis_pct 13.0 \
    met2RoutedLength_um 1310 \
    log.warning_count 27 \
    drt_pre_antenna_iters 4 \
    area_figure_in_the_yosys_stat_output_mm2 0.00186 \
    route.final.wire_length_um 3170 \
    ys_cells 209 \
    yosys.area.top_type_share 0.430 \
    tritoncts_clock_tree "yes" \
    boundaryPins 5 \
    rsz0062_at_grt "false" \
    drtIter0Drc 85 \
    post-route-drc-count 0 \
    timing.slew.headroom 0.478 \
    dp_hpwl_um 2190 \
    die_h_um 116 \
    synthFlopType "sky130_fd_sc_hd__dfxtp_1" \
    synthesis.instances 209 \
    m1WireLength_um 1750 \
    detailroute.via_count 1385 \
    max_stage_delay_ns 0.47 \
    grt_pass1_wl_um 5800 \
    hold_buffers 0 \
    die.size.x_um 116 \
    post_route_cells_drive_above_1_share 0.0694 \
    maxClockFrequency_mhz 484 \
    fp-row-count 34 \
    pin_count_of_the_biggest_net_entering_global_routing 20 \
    design.die.area_mm2 0.0135 \
    buffer_ports.inserted 4 \
    critical_path.endpoint_type "output pin" \
    tritoncts_num_sinks 40 \
    final-max-slew-violation-count 0 \
    postSynthAreaPerCell_um2 8.91 \
    startpoint_type "flop" \
    total_leakage_power_nw 0.645 \
    post_cts_resized 0 \
    top_layer_used "met3" \
    route.detailed.vias_per_inst 4.27 \
    wl_met3_um 110 \
    via_count_of_the_first_global_routing_pass 1313 \
    post_synth_most_frequent_cells "sky130_fd_sc_hd__dfxtp_1 (40), sky130_fd_sc_hd__nor2_1 (35), sky130_fd_sc_hd__xnor2_1 (16)" \
    slowest_cell_on_the_critical_path "sky130_fd_sc_hd__clkdlybuf4s50_1" \
    synth-async-reset-ratio 0 \
    gr-usage-all-layers 0.0503 \
]
cells by family after synthesis:
logic type                 synth area share
and+or+nand+nor                       0.307
DFF                                   0.430
xor gates and xnor gates              0.127
AOI/OAI and AO/OA                    0.0672
buffers and inverters                0.0363
adders and majority gates            0.0269
muxes                               0.00538
placed cells by master, fill, tap and decap left out, types with 2 or more instances in the layout:
cell / netlist / final
sky130_fd_sc_hd__dfxtp_1: 40 / 40
sky130_fd_sc_hd__nor2_1: 35 / 35
sky130_fd_sc_hd__xnor2_1: 16 / 16
sky130_fd_sc_hd__inv_1: 11 / 11
sky130_fd_sc_hd__nand2_1: 11 / 11
sky130_fd_sc_hd__xor2_1: 11 / 11
sky130_fd_sc_hd__nand3_1: 10 / 10
sky130_fd_sc_hd__nand4_1: 8 / 8
sky130_fd_sc_hd__and4_1: 6 / 6
sky130_fd_sc_hd__a21oi_1: 6 / 6
sky130_fd_sc_hd__nor3_1: 6 / 6
sky130_fd_sc_hd__clkbuf_8: 0 / 6
sky130_fd_sc_hd__nor4_1: 5 / 5
sky130_fd_sc_hd__o21ai_0: 5 / 5
sky130_fd_sc_hd__o31ai_1: 4 / 4
sky130_fd_sc_hd__or4_1: 4 / 4
sky130_fd_sc_hd__or3_1: 4 / 4
sky130_fd_sc_hd__ha_1: 4 / 4
sky130_fd_sc_hd__clkdlybuf4s50_1: 0 / 4
sky130_fd_sc_hd__nor4b_1: 3 / 3
sky130_fd_sc_hd__nand3_2: 2 / 2
sky130_fd_sc_hd__or4_4: 2 / 2
power breakdown:
| group | switching, mW | internal, mW |
|---|---|---|
| combinational | 0.0115 | 0.00806 |
| sequential | 0.00552 | 0.336 |
| clock | 0.115 | 0.117 |
path summary, 6_finish.rpt:
check,endpoint,startpoint,slack [ns],cells past startpoint
hold / removal,btn_clk_divider2.count[0],btn_clk_divider2.count[0],0.49,1
setup / recovery,sub,btn_clk_divider2.out,2.73,1
hold reg to reg,btn_clk_divider2.count[0],btn_clk_divider2.count[0],0.49,1
setup reg to reg,btn_clk_divider2.count[6],btn_clk_divider2.count[0],2.84,6
metrics by stage:
step                      setup WS [ns]  cell area, um^2  hold slack, ns  utilization  instances
final                              2.73             2100           0.489        0.238        324
after global routing               2.57             2100           0.520        0.238        324
after CTS                          2.71             2100           0.491        0.238        324
after detailed placement           2.77             2010           0.476        0.227        316
after global placement             2.81             2010           0.468        0.227        316
after floorplan                    3.12             1860           0.441            -        209
cell type report:
cell class | instances | area (um^2) | share of cell area
clock buffers | 7 | 86.3 | 0.0410
clock inverters | 1 | 7.51 | 0.00357
inverters | 11 | 41.3 | 0.0196
multi-input cells | 153 | 993 | 0.472
flip-flops and latches | 40 | 801 | 0.380
well taps | 108 | 135 | 0.0642
repair buffers | 4 | 40.0 | 0.0190
sequential cells by signal, indices dropped and copies added, names as in the netlist:
name and cells:
btn_clk_divider2.count 19, btn_clk_divider2.out 1, btn_clk_divider1.count 19, btn_clk_divider1.out 1
metal layers:
layer / GRT usage / up-vias
met5: 0 / -
met1: 0.0725 / 628
met4: 0.00250 / 0
met3: 0.0136 / 0
met2: 0.0777 / 12
li1: - / 745
Power and IR drop assume default switching activity.
