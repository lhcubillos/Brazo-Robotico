==> design/flow/design.v <==
module SevenSeg(
		input clk,
		input [13:0] decimal,
		output [3:0] an,
		output [7:0] seg
    );
	 wire [15:0] bcd_out;
	 bcd decToBCD (
		.decimal(decimal),
		.bcd_out(bcd_out)
	 );
	 seven_seg BCDTo7Seg(
		.clk(clk),
		.bcd_in(bcd_out),
		.seg(seg),
		.an(an)
	 );
endmodule
module bcd(
  decimal,
  bcd_out
);
  input 	 [13:0] decimal;
  output reg [15:0] bcd_out;
  reg [29:0] memreg;
  integer index;
  always @ (decimal) begin
    memreg [29:14] = 0;
    memreg [13:0] = decimal;
    for(index=0; index < 14; index = index+1)
      begin
        if(memreg[29:26] > 4) begin
          memreg[29:26] = memreg[29:26] + 3;
        end
        if(memreg[25:22] > 4) begin
          memreg[25:22] = memreg[25:22] + 3;
        end
        if(memreg[21:18] > 4) begin
          memreg[21:18] = memreg[21:18] + 3;
        end
        if(memreg[17:14] > 4) begin
          memreg[17:14] = memreg[17:14] + 3;
        end
        memreg = memreg << 1;
      end
    bcd_out = memreg[29:14];
  end
endmodule
module btn_clk_divider(
	input clk,  
	input enable,
	output reg out  
    );
		parameter cfinal = 390625;  
		reg [18:0] count;
		initial count = 0;
		always @(posedge(clk)) begin
			if (enable) begin
				if (count == cfinal - 1) begin
					count <= 19'b0;
					out <= ~out;
				end
				else begin
					count <= count + 1;
					out <= out;
				end
			end
			else begin
				count <= 0;
				out <= 0;
			end
		end
endmodule 
`timescale 1ns / 1ps
module clockDivider(
    input clock,
	 input [15:0] constante,
    output reg clk
    );
	reg [25:0] count;
	initial count = 0;
	always @(posedge(clock)) begin
		if (count == constante) begin
			count <= 0;
			clk <= ~clk;
		end
		else begin
			count <= count + 1;
		end
	end
endmodule
module contador_8bits(
  input cnt_up,
  input cnt_down,
  input clk,
  output reg [7:0] pos
    );
	initial begin
		pos = 8'b10000000;
	end
  always @(posedge clk) begin
	 if (cnt_up && pos < 255) begin
		pos <= pos + 1;
    end
    else if (cnt_down && pos > 0) begin
		pos <= pos - 1;
    end
  end
endmodule
`timescale 1ns / 1ps
module coords_controller(
	input clk,
	input [1:0] btnX,
	input [1:0] btnY,
	input [1:0] btnZ,
	input [1:0] btnG,
	output [7:0] dx,
	output [7:0] dy,
	output [7:0] dz,
	output [7:0] dg
    );
	wire new_clk;
	parameter uno = 1;
	wire [7:0] dx_wire;
	wire [7:0] dy_wire;
	wire [7:0] dz_wire;
	wire [7:0] dg_wire;
	btn_clk_divider btn_clk_dividerP (
		.clk(clk),
		.enable(uno),
		.out(new_clk)
	);
	contador_8bits contX (
	  .cnt_up(btnX[0]),
	  .cnt_down(btnX[1]),
	  .clk(new_clk),
	  .pos(dx_wire)  
	);
	contador_8bits contY (
	  .cnt_up(btnY[0]),
	  .cnt_down(btnY[1]),
	  .clk(new_clk),
	  .pos(dy_wire)  
	);
	contador_8bits contZ (
	  .cnt_up(btnZ[0]),
	  .cnt_down(btnZ[1]),
	  .clk(new_clk),
	  .pos(dz_wire)  
	);
	contador_8bits contG (
	  .cnt_up(btnG[0]),
	  .cnt_down(btnG[1]),
	  .clk(new_clk),
	  .pos(dg_wire)  
	);
	assign dx = dx_wire;
	assign dy = dy_wire;
	assign dz = dz_wire;
	assign dg = dg_wire;
endmodule
module debouncer(
    input clk,  
    input PB,   
    output reg PB_state   
);
	reg PB_sync_0;
	reg PB_sync_1;
	reg [15:0] PB_cnt;
	always @(posedge clk) PB_sync_0 <= PB;
	always @(posedge clk) PB_sync_1 <= PB_sync_0;
	always @(posedge clk)
	if(PB_state==PB_sync_1)
		 PB_cnt <= 0;
	else
	begin
		 PB_cnt <= PB_cnt + 1'b1;
		 if(PB_cnt == 16'hffff) PB_state <= ~PB_state;
	end
endmodule
module debouncers(
		input clk,
		input [1:0] btnIn,
		output [1:0] btnOut
    );
	 	debouncer debouncer0(
			.PB(btnIn[0]),
			.clk(clk),
			.PB_state(btnOut[0])
		);
		debouncer debouncer1(
			.PB(btnIn[1]),
			.clk(clk),
			.PB_state(btnOut[1])
		);
endmodule
module main(
	input [1:0] btn,
	input [5:0] sw,
	input clk,
	input canal_serial_receptor,
	output [7:0] seg,
	output [3:0] an,
	output servo1,
	output servo2,
	output servo3,
	output servo4,
	output [2:0] leds,
	output canal_serial_transmisor
    );
		wire [7:0] ang_servo_1;
		wire [7:0] ang_servo_2;
		wire [7:0] ang_servo_3;
		wire [7:0] ang_servo_4;
		wire clk_div_transmisor;
		wire clk_div_receptor;
		wire [1:0] btnOut;
		wire [1:0] btnX;
		wire [1:0] btnY;
		wire [1:0] btnZ;
		wire [1:0] btnG;
		wire [7:0] dx;  
		wire [7:0] dy;
		wire [7:0] dz;
		wire [7:0] dg;
		wire [7:0] pos_out;
		assign btnX = sw[0] ? btnOut: 2'b0;
		assign btnY = sw[1] ? btnOut: 2'b0;
		assign btnZ = sw[2] ? btnOut: 2'b0;
		assign btnG = sw[3] ? btnOut: 2'b0;
		assign pos_out = sw[0] ? dx:
								(sw[1] ? dy :
								(sw[2] ? dz :
								(sw[3] ? dg : 0)));
		wire [7:0] decimal;
		assign decimal = sw[5] ? (sw[4] ? ang_servo_4: ang_servo_3): (sw[4] ? ang_servo_2:ang_servo_1);
		SevenSeg SevenSeg(
		.clk(clk),
		.decimal(decimal),
		.an(an),
		.seg(seg)
		);
		debouncers debounce (
		.clk(clk),
		.btnIn(btn),
		.btnOut(btnOut)
		);
		coords_controller coords_controller (
			.clk(clk),
			.btnX(btnX),
			.btnY(btnY),
			.btnZ(btnZ),
			.btnG(btnG),
			.dx(dx),
			.dy(dy),
			.dz(dz),
			.dg(dg)
		);
		receptor_serial receptor_serial(
			.clk(clk_div_receptor),
			.canal_serial(canal_serial_receptor),
			.state(leds[2:0]),
			.angulo_servo_1(ang_servo_1),
			.angulo_servo_2(ang_servo_2),
			.angulo_servo_3(ang_servo_3),
			.angulo_servo_4(ang_servo_4)
		);
		transmisor_serial transmisor_serial(
		 .clk(clk_div_transmisor),
		 .x(dx),
		 .y(dy),
		 .z(dz),
		.canal_serial(canal_serial_transmisor)
    );
		clockDivider clockDivider_transmisor(
			.clock(clk),
			.constante(1000),
			.clk(clk_div_transmisor)
		);
		clockDivider clockDivider_receptor(
			.clock(clk),
			.constante(50),
			.clk(clk_div_receptor)
		);
		servo_pwm servo_1(
			.pos(ang_servo_1),
			.clk(clk),
			.servo_pulse(servo1)
		);
		servo_pwm servo_2(
			.pos(ang_servo_2),
			.clk(clk),
			.servo_pulse(servo2)
		);
		servo_pwm servo_3(
			.pos(ang_servo_3),
			.clk(clk),
			.servo_pulse(servo3)
		);
		servo_pwm servo_4(
			.pos(ang_servo_4),
			.clk(clk),
			.servo_pulse(servo4)
		);
endmodule
`timescale 1ns / 1ps
module receptor_serial(
		input clk,
		input canal_serial,
		output reg [7:0] angulo_servo_1,
		output reg [7:0] angulo_servo_2,
		output reg [7:0] angulo_servo_3,
		output reg [7:0] angulo_servo_4,
		output reg [2:0] state,
		output [13:0] decimal
    );
	 reg [7:0] inicio_transmision;
	 reg [5:0] cont_data;
	 reg [6:0] cont_nivelacion;
	 reg [5:0] cont_50;
	 reg [1:0] cont_servo;
	 reg [7:0] data1;
	 reg [7:0] data2;
	 reg [7:0] data3;
	 reg [7:0] data4;
	 reg [31:0] data;
	 reg listo;
	 parameter STAND_BY = 3'b000, LEVELING_CLOCK = 3'b011, RECEIVING = 3'b001, HOLA = 3'b010;
	 parameter ciclo = 10;
	 parameter nivelacion = 14;
	 parameter num_datos = 8;
	 initial begin
		state = STAND_BY;
		cont_data = 0;
		data1 = 0;
		cont_nivelacion = 1;
		cont_50 =ciclo;
		listo = 0;
		cont_servo =0;
		angulo_servo_1 = 0;
		angulo_servo_2 = 0;
		angulo_servo_3 = 0;
		angulo_servo_4 = 0;
	 end
	 always @(posedge clk) begin
		 if (listo) begin
			case(cont_servo)
				1: angulo_servo_1 = data[7:0];
				2: angulo_servo_2 = data[7:0];
				3: angulo_servo_3 = data[7:0];
				0: angulo_servo_4 = data[7:0];
			endcase
		 end
		 case(state)
			STAND_BY: begin
				if (!canal_serial) state = LEVELING_CLOCK;
			end
			LEVELING_CLOCK: begin
				if (cont_nivelacion == nivelacion) begin
					state = RECEIVING;
					cont_nivelacion = 1;
					cont_50 = ciclo;
				end else cont_nivelacion = cont_nivelacion + 1;
			end	
			RECEIVING: begin
				if (cont_50 == ciclo) begin
					cont_50 = 1;
					if (cont_data == num_datos) begin 
						cont_servo = cont_servo + 1;
						state = STAND_BY;
						listo = 1;
						cont_data = 0;
					end else if (cont_data < num_datos) begin
						listo = 0;
						data[cont_data] = canal_serial;
						cont_data = cont_data + 1;
					end  
				end else cont_50 = cont_50 + 1;
			end
			HOLA: begin
				state = STAND_BY;
			end
		 endcase
	 end
endmodule
module servo_pwm(
  input [7:0] pos,
  input clk,  
  output reg [7:0] servo_pulse
    );
  parameter ClkDiv = 195;     
  parameter init = 12'b000010010110;  
  reg [7:0] ClkCount;  
  reg ClkTick;
  reg [12:0] PulseCount;
  reg [11:0] count;
  initial count = init;
  always @(posedge clk) ClkTick <= (ClkCount==ClkDiv-2);
  always @(posedge clk) if(ClkTick) ClkCount <= 0; else ClkCount <= ClkCount + 1;
  always @(posedge clk) begin
	if(ClkTick) begin
		PulseCount <= PulseCount + 1;
		if (PulseCount == 5128) begin  
			PulseCount <= 0;
		end
	end
  end
  always @(posedge clk) begin
	count = init +  {4'b0000, pos} +  {4'b0000, pos} ; 
	servo_pulse = (PulseCount < count);
  end
endmodule
module seven_seg(
	  clk,
	  bcd_in,
	  seg,
	  an
	);
  input 	[15:0]	bcd_in;
  input clk;
  output reg [7:0] seg;
  output [3:0] an;
	reg [15:0] disp_ctr = 0;
	reg [6:0] sseg;
	reg [3:0] an_temp;
  	always @ (posedge(clk))    
	begin
		disp_ctr = disp_ctr + 1;
		if (disp_ctr >= 49999) begin
			an_temp = 4'b1110;
			sseg = bcd_in[3:0];
		end else if (disp_ctr <= 12499) begin
			an_temp = 4'b1101;
			sseg = bcd_in[7:4];
		end else if (disp_ctr <= 24999) begin
			an_temp = 4'b1011;
			sseg = bcd_in[11:8];
		end else if (disp_ctr <= 37499) begin
			an_temp = 4'b0111;
			sseg = bcd_in[15:12];
		end
		begin
		case(sseg)
			0:		seg = 8'b11000000;
			1:		seg = 8'b11111001;
			2:		seg = 8'b10100100;
			3:		seg = 8'b10110000;
			4:		seg = 8'b10011001;
			5:		seg = 8'b10010010;
			6:		seg = 8'b10000010;
			7:		seg = 8'b11111000;
			8:		seg = 8'b10000000;
			9:		seg = 8'b10011000;
			default:	seg = 8'b11111111;
		  endcase
		end
	end
	assign an = an_temp;
endmodule
`timescale 1ns / 1ps
module transmisor_serial(
		input clk,  
		input [7:0] x,
		input [7:0] y,
		input [7:0] z,
		output reg canal_serial,
		output [13:0] decimal
    );
	 reg [5:0] cont_data;
	 reg [18:0] cont_delay;
	 reg state;
	 wire [29:0] data;
	 assign data = {1'b1,z,1'b0,1'b1,y,1'b0,1'b1,x,1'b0};
	 parameter IDLE = 1'b0, TR = 1'b1;
	 initial begin 
		state = TR;
		cont_data = 0;
		canal_serial = 0;
	 end
	 always @(posedge clk) begin
		case(state)
			TR: begin
				canal_serial = data[cont_data];
				cont_data = cont_data + 1;
				if (cont_data ==30) begin
					cont_data = 0;
					state = IDLE;
				end
			end
			IDLE: begin
				canal_serial = 1;
				cont_delay = cont_delay + 1;
				if (cont_delay == 3000) begin  
					state = TR;
					cont_delay = 0;
				end
			end
		endcase
	 end
	 assign decimal = cont_data;
endmodule
==> design/flow/run.sh <==
#!/bin/bash
# OpenROAD 26Q1-2900-gdf79404cd8, Yosys 0.63+post, stock flow scripts
make -C /OpenROAD-flow-scripts/flow DESIGN_CONFIG=/design/flow/config.mk WORK_HOME=/design/flow/orfs finish
==> design/flow/config.mk <==
export PLATFORM = sky130hd
export DESIGN_NAME = main
export DESIGN_NICKNAME = main
export VERILOG_FILES = /design/flow/design.v
export SDC_FILE = /design/flow/constraint.sdc
export NUM_CORES = 4
export LEC_CHECK = 1
export CORE_UTILIZATION = 40
==> design/flow/constraint.sdc <==
current_design main

set clk_period 9.6
set clk_io_pct 0.2

create_clock -name clk0 -period $clk_period [get_ports {clk}]

set non_clock_inputs [all_inputs -no_clocks]
set_input_delay [expr $clk_period * $clk_io_pct] -clock clk0 $non_clock_inputs
set_output_delay [expr $clk_period * $clk_io_pct] -clock clk0 [all_outputs]
==> flow_results.xml <==
<?xml version="1.0" encoding="UTF-8"?>
<metrics>
  <group name="logic_synthesis">
    <metric name="ys_sh_adder" unit="">0.09074</metric>
    <metric name="xor_area_frac" unit="">0.1249</metric>
    <metric name="yosys_aoi_share" unit="">0.08600</metric>
    <metric name="yosys.cell_types.count" unit="">98</metric>
    <metric name="postSynth.asyncResetShare" unit="">0</metric>
    <metric name="yosys-mux-area-fraction" unit="">0.03332</metric>
    <metric name="yosys.area_share.simple" unit="">0.1905</metric>
    <metric name="synth_flops" unit="">353</metric>
    <metric name="cell_count_listed_in_synth_stat_txt" unit="">1991</metric>
    <metric name="syn-instance-count" unit="">1991</metric>
    <metric name="yosys_synthesis_warning_count" unit="">17</metric>
    <metric name="ys_chip_area" unit="mm²">0.01983</metric>
    <metric name="edf_count" unit="">170</metric>
    <metric name="ys.flop_type" unit="">dfxtp_1</metric>
    <metric name="ys_seq_frac" unit="">0.4422</metric>
    <metric name="syn-mean-instance-area" unit="µm²">9.959</metric>
    <metric name="post_synth_main_logic_family" unit="">simple AND/OR/NAND/NOR gates</metric>
    <metric name="mappedNetlistArea" unit="mm²">0.01983</metric>
  </group>
  <group name="critical_path">
    <metric name="start_kind" unit="">primary input</metric>
    <metric name="timing.critical_path.mode_cell" unit="">inv_1</metric>
    <metric name="critical_path.n_buffers_inverters" unit="">9</metric>
    <metric name="crit_start" unit="">sw[4]</metric>
    <metric name="rr_worst_depth" unit="">14</metric>
    <metric name="timing.critical_path.slowest_stage_cell" unit="">clkdlybuf4s50_1</metric>
    <metric name="cp_top_family" unit="">buffers and inverters</metric>
    <metric name="cpPeakStageDelay" unit="ns">0.77</metric>
    <metric name="worstSetupPathType" unit="">primary input to flip-flop</metric>
    <metric name="crit_cells" unit="">30</metric>
    <metric name="critical_path_arrival" unit="ns">9.00</metric>
    <metric name="r2r-start" unit="">SevenSeg.BCDTo7Seg.disp_ctr[1]</metric>
    <metric name="timing.critical_path.fanout_max" unit="">12</metric>
    <metric name="critical_path_required" unit="ns">9.97</metric>
    <metric name="end_kind" unit="">flip-flop</metric>
  </group>
  <group name="pwr">
    <metric name="relative_contribution_of_the_clock_network_to_total_power" unit="">0.483</metric>
    <metric name="combPwrFrac" unit="">0.041</metric>
    <metric name="p_leak" unit="µW">0.008382</metric>
    <metric name="pwr_density_cell" unit="mW/mm²">99.76</metric>
    <metric name="switchingPower" unit="µW">475.4</metric>
    <metric name="p_sw_frac" unit="">0.2195</metric>
    <metric name="power_report.internal_total" unit="µW">1690</metric>
    <metric name="pwr-share-seq" unit="">0.476</metric>
    <metric name="power.ir.vdd_worst" unit="V">0.0001282</metric>
  </group>
  <group name="timing">
    <metric name="max_freq" unit="GHz">0.1158</metric>
    <metric name="slew_worst_pin" unit="ns">0.9091</metric>
    <metric name="fin_crit_sh" unit="">0.8995</metric>
    <metric name="unclocked_regs" unit="">115</metric>
    <metric name="unconstrained_endpoints" unit="">231</metric>
    <metric name="unrepaired_setup_endpoints_after_global_routing" unit="">false</metric>
    <metric name="number_of_hold_violations_in_the_final_report" unit="">0</metric>
    <metric name="fin_skew" unit="ns">0.01451</metric>
    <metric name="slew_headroom" unit="">0.3884</metric>
    <metric name="setup_total_negative_slack" unit="ns">0</metric>
    <metric name="timing.final.setup_violations" unit="">0</metric>
    <metric name="final.min_clock_period" unit="ns">8.635</metric>
    <metric name="drv_slew" unit="">0</metric>
  </group>
  <group name="detailed_routing">
    <metric name="drt-pass1-iter-count" unit="">6</metric>
    <metric name="postRouteWirelength" unit="µm">33820</metric>
    <metric name="drt_drc_violations_left" unit="">0</metric>
    <metric name="detailroute.via_count" unit="">13610</metric>
    <metric name="detail_route.wl_per_cell" unit="µm">12.54</metric>
    <metric name="initialDrtViolationCount" unit="">768</metric>
    <metric name="detail_route.vias_per_cell" unit="">5.047</metric>
    <metric name="route.antenna.remaining_nets" unit="">0</metric>
    <metric name="num_antenna_cells" unit="">0</metric>
  </group>
  <group name="global_routing">
    <metric name="grt_usage" unit="">0.1422</metric>
    <metric name="grt_pass1_vias" unit="">13040</metric>
    <metric name="globalRoute.totalOverflow" unit="">0</metric>
    <metric name="grt_first_pass_wirelength" unit="µm">59530</metric>
    <metric name="grt_antenna_before_repair" unit="">2</metric>
    <metric name="grt_max_degree" unit="">66</metric>
  </group>
  <group name="floorplan">
    <metric name="dieWidth" unit="µm">224.7</metric>
    <metric name="overall_die_area" unit="mm²">0.05047</metric>
    <metric name="num_io_pins" unit="">30</metric>
    <metric name="std_cell_rows" unit="">81</metric>
    <metric name="core-area" unit="mm²">0.04895</metric>
    <metric name="floorplan.initialDensity" unit="">0.4051</metric>
    <metric name="fp.dieH" unit="µm">224.7</metric>
  </group>
  <group name="placement">
    <metric name="gp_congestion" unit="">0.8474</metric>
    <metric name="dp_hpwl" unit="µm">24290</metric>
    <metric name="portBuffers" unit="">26</metric>
  </group>
  <group name="final_layout">
    <metric name="flow.area_growth_from_synthesis" unit="%">9.471</metric>
    <metric name="drive_gt1_frac" unit="">0.05020</metric>
    <metric name="utilization" unit="">0.4434</metric>
    <metric name="comb_area" unit="mm²">0.01043</metric>
    <metric name="filler_cell_count" unit="">4401</metric>
    <metric name="area.sequential" unit="mm²">0.008768</metric>
  </group>
  <group name="clocking">
    <metric name="clock_buffers_created_by_tritoncts" unit="">28</metric>
    <metric name="clock_tree.buffer_depth" unit="">3</metric>
    <metric name="root_buffer_selected_by_cts" unit="">clkbuf_16</metric>
    <metric name="cts_setup_buffers" unit="">0</metric>
    <metric name="cts_tree" unit="">built</metric>
    <metric name="clock_tree.htree_level_count" unit="">1</metric>
    <metric name="hold_buffers" unit="">0</metric>
    <metric name="post_cts.resized_instances" unit="">0</metric>
    <metric name="clk_transition_reported_paths" unit="ns">0.06</metric>
    <metric name="worst_skew_pair.late_latency" unit="ns">0.55</metric>
  </group>
  <group name="run">
    <metric name="timing.max_cap.violations" unit="">0</metric>
    <metric name="tally_of_openroad_warnings" unit="">59</metric>
  </group>
  <group name="min_path">
    <metric name="worstHoldPathCells" unit="">0</metric>
    <metric name="worstHoldStart" unit="">debounce.debouncer1.PB_sync_0</metric>
    <metric name="min-delay-path-class" unit="">flip-flop to flip-flop</metric>
  </group>
  <group name="outcome">
    <metric name="run_status" unit="">finished, final reports clean</metric>
  </group>
</metrics>
## per-layer routing
metal  GRT usage  up-vias  part of all wire
met5           0        -           0.00086
met4     0.02129        4             0.017
met3     0.02201       48             0.033
met2      0.2235      155              0.44
met1      0.2204     6312              0.51
li1            -     7088                 -
## area by class of cell
class                   instances  share of cell area
multi-input cells            1480              0.4804
flip-flops and latches        353              0.4039
well taps                     664             0.03827
clock buffers                  39             0.03752
inverters                     113             0.01954
repair buffers                 36             0.01545
clock inverters                11            0.004899
## cell usage after synthesis (all sizes together) (28+ instances only)
library cell	n	area [µm²]
a21oi	69	345.3
and3	58	362.9
clkbuf	34	127.6
dfxtp	183	3664
edfxtp	170	5105
ha	139	1739
inv	113	424.2
nand2	145	546.8
nand2b	31	193.9
nand3	116	580.6
nand4	28	175.2
nor2	201	757.0
nor3	32	170.2
nor4	37	237.7
o21ai	59	295.3
xnor2	157	1383
xor2	125	1095
## sequential cells by signal, indices dropped and copies added (netlist names), 16 cells and up
signal,cells
coords_controller.btn_clk_dividerP.count,19
transmisor_serial.cont_delay,19
debounce.debouncer1.PB_cnt,16
clockDivider_receptor.count,26
SevenSeg.BCDTo7Seg.disp_ctr,16
debounce.debouncer0.PB_cnt,16
clockDivider_transmisor.count,26
## through the flow
| stage | instance area [µm²] | setup slack (ns) | total power [µW] | std cells | hold WS [ns] |
|---|---|---|---|---|---|
| floorplan | 19830 | 1.787 | 1127 | 1991 | 0.3096 |
| CTS | 21710 | 0.9511 | 2201 | 2696 | 0.3393 |
| finish | 21710 | 0.9649 | 2166 | 2696 | 0.3352 |
| detailed placement | 20790 | 0.3996 | 1140 | 2646 | 0.3298 |
| global placement | 20790 | 0.6392 | 1138 | 2646 | 0.3208 |
| global route | 21710 | 0.2513 | 2252 | 2696 | 0.3528 |
## final timing paths
check / slack (ns) / endpoint
min: 0.34 / debounce.debouncer1.PB_sync_1
min reg2reg: 0.34 / debounce.debouncer1.PB_sync_1
max reg2reg: 4.48 / SevenSeg.BCDTo7Seg.seg[4]
max: 0.96 / SevenSeg.BCDTo7Seg.seg[4]
## logic make-up after synthesis
logic type | Yosys count
AND/OR/NAND/NOR | 753
flip-flops | 353
XOR/XNOR | 282
AND-OR/OR-AND | 252
buffers and inverters | 158
adder cells (fa/ha/maj) | 142
multiplexers | 49
other | 2
## power by group through the flow
stage,registers [µW],clock network (µW),logic [µW]
6_report,1030,1050,88.0
5_1_grt,1030,1120,100
4_1_cts,1030,1080,88.6
## placed cells by master (no fill, tap or decap), types with 69 or more instances in the layout
master      n
nor2_1    200
dfxtp_1   183
edfxtp_1  170
xnor2_1   156
nand2_1   144
ha_1      139
xor2_1    125
nand3_1   116
inv_1     112
a21oi_1    69
No activity file was given, so power comes from the tool's default toggle rates.
