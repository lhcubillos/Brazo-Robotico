==> flow/run.sh <==
#!/bin/bash
# OpenROAD 26Q1-2900-gdf79404cd8, Yosys 0.63+post, stock flow scripts
make -C /OpenROAD-flow-scripts/flow DESIGN_CONFIG=/design/flow/config.mk WORK_HOME=/design/flow/orfs finish
==> flow/config.mk <==
export PLATFORM = sky130hd
export DESIGN_NAME = servo_controller
export DESIGN_NICKNAME = servo_controller
export VERILOG_FILES = /design/flow/design.v
export SDC_FILE = /design/flow/constraint.sdc
export NUM_CORES = 4
export LEC_CHECK = 1
export CORE_AREA = 10 10 86 86
export DIE_AREA = 0 0 96 96
==> flow/constraint.sdc <==
current_design servo_controller

set clk_period 3.6
set clk_io_pct 0.2

create_clock -name clk0 -period $clk_period [get_ports {clk}]

set non_clock_inputs [all_inputs -no_clocks]
set_input_delay [expr $clk_period * $clk_io_pct] -clock clk0 $non_clock_inputs
set_output_delay [expr $clk_period * $clk_io_pct] -clock clk0 [all_outputs]
==> flow/design.v <==
module contador_8bits(
  input cnt_up,
  input cnt_down,
  input clk,
  output reg [7:0] pos
    );
	initial begin
		pos = 8'b10000000;
	end
  always @(posedge clk) begin
	 if (cnt_up && pos < 255) begin
		pos <= pos + 1;
    end
    else if (cnt_down && pos > 0) begin
		pos <= pos - 1;
    end
  end
endmodule
module servo_controller(
	input clk, 
	input [1:0] btn,
	output [7:0] pos,
	output servo_pulse
    );
		wire [7:0] servo_pos;
		assign pos = servo_pos;
		contador_8bits contador_8bits (
		  .cnt_up(btn[0]),
		  .cnt_down(btn[1]),
		  .clk(new_clk),
		  .pos(servo_pos)  
		);
		servo_pwm servo_pwm (
			.pos(servo_pos),  
			.clk(clk),
			.servo_pulse(servo_pulse)
		);
endmodule
module servo_pwm(
  input [7:0] pos,
  input clk,  
  output reg [7:0] servo_pulse
    );
  parameter ClkDiv = 195;     
  parameter init = 12'b000010010110;  
  reg [7:0] ClkCount;  
  reg ClkTick;
  reg [12:0] PulseCount;
  reg [11:0] count;
  initial count = init;
  always @(posedge clk) ClkTick <= (ClkCount==ClkDiv-2);
  always @(posedge clk) if(ClkTick) ClkCount <= 0; else ClkCount <= ClkCount + 1;
  always @(posedge clk) begin
	if(ClkTick) begin
		PulseCount <= PulseCount + 1;
		if (PulseCount == 5128) begin  
			PulseCount <= 0;
		end
	end
  end
  always @(posedge clk) begin
	count = init +  {4'b0000, pos} +  {4'b0000, pos} ; 
	servo_pulse = (PulseCount < count);
  end
endmodule
==> impl_results.rst <==
Implementation results
======================

.. list-table::
   :header-rows: 1

   * - Metric
     - Value
   * - Run status
     - finished clean
   * - DIE WIDTH
     - around 96 um
   * - Ports placed on the boundary
     - 12
   * - Maximum vdd ir drop
     - between 0.00015 and 0.0002 V
   * - Setup slack of the worst register-to-register path
     - roughly 1800 ps
   * - Kind of critical path
     - flip-flop to flip-flop
   * - Measured slew at the worst slew-check pin
     - between 800 and 900 ps
   * - Min cycle time layout
     - between 1500 and 2000 ps
   * - Setup TNS after final layout
     - 0 ps
   * - Register share after synthesis
     - roughly half
   * - Routed length per placed instance
     - between 9 and 10 um
   * - N_diodes
     - 0
   * - Maximum clock rate
     - about 560 MHz
   * - Static Leakage
     - just under 0.5 nW
   * - Last weighted congestion value of the routability-driven placer
     - between 0.7 and 0.8
   * - Worst min-delay path class
     - flip-flop to flip-flop
   * - Wirelength, routed
     - approximately 1800 um
   * - Maximum number of pins on one net before global-route repair
     - 22
   * - Worst clock skew
     - just under 10 ps
   * - Worst-case setup margin in the final layout
     - 1810 ps
   * - DRC violations left
     - 0
   * - Vias in the first global route
     - roughly 730
   * - Antenna violations before repair
     - 0
   * - Tightest slew margin relative to the limit
     - between 40% and 50%
   * - Power density over the cells
     - 340 nW/um2
   * - Number of DRC markers in iteration 0
     - around 89
   * - Biggest area contributors in the synthesized netlist
     - edfxtp_1, dfxtp_1, xor2_1
   * - Setup repair after global routing missed its margin
     - no
   * - Max capacitance violation total
     - 0
   * - CTS resizes
     - 0
   * - Flip-flop and latch count after synthesis
     - 23
   * - Post-CTS Setup Repair Bufs
     - 0
   * - Clock-pin slew of the registers on the worst-case setup and hold paths
     - roughly 80 ps
   * - GRT Util Overall
     - under 10%
   * - Number of unique standard cell types used by synthesis
     - 28
   * - Launch point of the critical path
     - servo_pwm.PulseCount[5]
   * - Wire length of the first global-routing pass
     - approximately 3100 um
   * - Maximum root-to-sink buffer count
     - 2
   * - Init Core Util
     - between 20% and 30%
   * - Antenna violation net count after detailed routing
     - 0
   * - Final period util
     - about half
   * - Slew Limit Fails
     - 0
   * - Mean instance size in the synthesized netlist
     - 10.1 um2
   * - Worst r2r path cells
     - 3
   * - CTS tree
     - built
   * - Total number of vias
     - around 770
   * - Post-synthesis cell area
     - ~1200 um2
   * - Post-Place Setup Slack
     - between 1500 and 2000 ps
   * - R2R Path End
     - servo_pwm.PulseCount[10]
   * - Reg-to-reg critical path startpoint
     - servo_pwm.PulseCount[5]
   * - Dominant cell area share
     - 33.3%
   * - Count of instantiated cells in the yosys netlist
     - about 120
   * - CP max stage cell
     - or4_1
   * - Number of fill cells in the layout
     - ~620
   * - Gate count after technology mapping
     - ~120
   * - Register Area
     - 591 um2
   * - Filler-free cell count of the finished design
     - about 190
   * - Category of the worst setup path capture point
     - flip-flop
   * - Root buffer cell
     - clkbuf_8
   * - Library cell with the largest summed area after synthesis
     - edfxtp_1
   * - Ratio of routed vias to standard cells
     - 4.05
   * - Total Die Area
     - 9220 um2
   * - Core outline area
     - around 5500 um2
   * - Floorplan row count
     - 27
   * - Critical path arrival
     - approximately 1800 ps
   * - Total iterations of the first detailed-routing run
     - 4
   * - Total clock buffers created by CTS
     - 3
   * - End point of the critical path
     - servo_pwm.PulseCount[10]
   * - Required @ worst endpoint
     - 3600 ps
   * - Synthesis Warnings
     - 5
   * - Maximum net fanout on the critical path
     - 6
   * - Placed cell count
     - roughly 190
   * - TritonCTS sink count
     - 23
   * - Number of hold violations in the final report
     - 0
   * - H-Tree Level Count
     - 1
   * - Final setup violation count
     - 0
   * - Hold_buf cts
     - 0
   * - Layout cell share with drive strength beyond 1
     - 5.13%
   * - Vertical die dimension
     - about 96 um
   * - Area delta synth->final
     - 8.44%
   * - Global route total overflow
     - 0
   * - Number of input and output port buffers inserted
     - 1
   * - Worst path cell trace
     - or4_1, nor3_4, nor4_1
   * - OpenROAD warnings
     - 29
   * - Largest stage delay on the critical path
     - 610 ps
   * - Yosys Chip Area
     - ~1200 um2
   * - CP Launch Type
     - flip-flop
   * - Worst-skew pair later-pin latency
     - 260 ps
   * - Combined area of the multi-input logic cells
     - between 500 and 600 um2
   * - Overall Power
     - 0.432 mW
   * - Post-DP HPWL
     - between 1000 and 1500 um
-- synth_stat cells --
cell      count
inv_1         5
a21oi_1       6
nand3_1      10
xor2_1        7
edfxtp_1     13
clkbuf_1      1
and3_1        1
nor4_1        3
a31oi_1       2
buf_2         1
xnor2_1       5
nor2b_1       1
nor3_4        1
nor2_1       13
o21ai_0       4
ha_1          4
buf_4         8
nand4b_1      1
and3_2        2
nand4_1       3
dfxtp_1      10
conb_1        2
or3_1         3
or4b_1        1
or4_1         2
nor3_1        3
nor4b_1       1
nand2_1       3
-- cells by family (layout without fill, tap and decap cells) --
| kind of cell | count (synthesis) | after routing | share of synthesized area, % |
|---|---|---|---|
| AND/OR/NAND/NOR | 48 | 48 | 22.9 |
| flip-flops | 23 | 23 | 50.4 |
| buffers and inverters | 15 | 10 | 7.48 |
| AND-OR/OR-AND | 12 | 12 | 5.34 |
| XOR/XNOR | 12 | 12 | 8.97 |
| adder cells (fa/ha/maj) | 4 | 4 | 4.27 |
| other | 2 | 8 | 0.641 |
-- area by class of cell --
cell class / instances / area share (%)
sequential: 23 / 46.5
tap: 72 / 7.09
multi-input combinational: 84 / 40.6
inverter: 5 / 1.48
timing repair buffer: 1 / 0.788
clock buffer: 4 / 3.55
-- metrics by stage --
step | util, % | hold slack, ps | instance area, um2
2_1_floorplan | - | 428 | 1190
3_3_place_gp | 22.1 | 457 | 1220
3_5_place_dp | 22.1 | 448 | 1220
4_1_cts | 22.9 | 468 | 1270
5_1_grt | 22.9 | 511 | 1270
6_report | 22.9 | 460 | 1270
-- registers in the layout, indices dropped and copies added (netlist names) --
signal / cells
servo_pwm.PulseCount: 13
servo_pwm.ClkCount: 8
servo_pwm.ClkTick: 1
servo_pwm.servo_pulse: 1
-- worst min-delay path by stage --
| stage | end | from | depth (start not counted) |
|---|---|---|---|
| 6_report | servo_pwm.ClkTick | servo_pwm.ClkCount[5] | 1 |
| 5_1_grt | servo_pwm.ClkTick | servo_pwm.ClkCount[5] | 1 |
| 4_1_cts | servo_pwm.ClkTick | servo_pwm.ClkCount[5] | 1 |
-- cells in the final DEF, fill, tap and decap left out, types with 4 or more instances in the layout --
cell / synthesis / final
edfxtp_1: 13 / 13
xnor2_1: 5 / 5
o21ai_0: 4 / 4
dfxtp_1: 10 / 10
nand3_1: 10 / 10
xor2_1: 7 / 7
a21oi_1: 6 / 6
nor2_1: 13 / 13
inv_1: 5 / 5
conb_1: 2 / 8
ha_1: 4 / 4
-- layer usage --
metal | global-route usage (%) | part of all wire [%] | up-vias
li1 | - | - | 400
met1 | 5.75 | 52 | 348
met3 | 1.49 | 5.3 | 2
met4 | 0.246 | 0.33 | 0
met5 | 0 | 0 | -
met2 | 6.17 | 42 | 16
-- critical path: cells and delay by family, from the launching register on --
kind | cells | cell delay, ps
AND/OR/NAND/NOR | 3 | 1050
flip-flops | 1 | 470
-- power by group --
group	internal, mW	switching [mW]
combinational	0	0.000374
clock	0.0788	0.0785
sequential	0.274	0
total	0.353	0.0789
No activity file was given, so power comes from the tool's default toggle rates.
